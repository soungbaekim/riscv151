==> design.v <==
module ALUdec(
  input [6:0]       opcode,
  input [2:0]       funct,
  input             add_rshift_type,
  output reg [3:0]  ALUop
);
always@(*) begin
	case(opcode)
		7'b0110111: ALUop=4'd10; 
		7'b0010111: ALUop=4'd0;  
		7'b1101111: ALUop=4'd0;  
		7'b1100111: ALUop=4'd0;  
		7'b1100011: ALUop=4'd0;  
		7'b0100011, 7'b0000011:  begin
			case(funct) 
				3'b000: ALUop=4'd0;
				3'b001: ALUop=4'd0;
				3'b010: ALUop=4'd0;
				3'b000: ALUop=4'd0;
				3'b001: ALUop=4'd0;
				3'b010: ALUop=4'd0;
				3'b100: ALUop=4'd0;
				3'b101: ALUop = 4'd0;
				default: ALUop=4'd0;
			endcase
		end 
		7'b0110011: begin
			case(funct)
				3'b000: begin
					if(add_rshift_type) ALUop=4'd1; 			
					else ALUop=4'd0;
				end
				3'b001: ALUop=4'd7;
				3'b010: ALUop=4'd5;
				3'b011: ALUop=4'd6;
				3'b100: ALUop=4'd4;
				3'b110: ALUop=4'd3;
				3'b111: ALUop=4'd2;
				3'b101: begin
					if(add_rshift_type) ALUop=4'd8; 			
					else ALUop=4'd9;
				end
				default: ALUop=4'd15;
			endcase	
		end
		7'b0010011: begin
			case(funct)
				3'b000: ALUop=4'd0;  
				3'b001: ALUop=4'd7;
				3'b010: ALUop=4'd5;
				3'b011: ALUop=4'd6;
				3'b100: ALUop=4'd4;
				3'b110: ALUop=4'd3;
				3'b111: ALUop=4'd2;
				3'b101: begin
					if(add_rshift_type) ALUop=4'd8; 			
					else ALUop=4'd9;
				end
				default: ALUop=4'd15;
			endcase	
		end
		default: ALUop=4'd15;
	endcase
end
endmodule
==> run.sh <==
#!/bin/bash
# OpenROAD 26Q1-2900-gdf79404cd8, Yosys 0.63+post, stock flow scripts
make -C /OpenROAD-flow-scripts/flow DESIGN_CONFIG=/design/flow/config.mk WORK_HOME=/design/flow/orfs finish
==> config.mk <==
export PLATFORM = sky130hd
export DESIGN_NAME = ALUdec
export DESIGN_NICKNAME = ALUdec
export VERILOG_FILES = /design/flow/design.v
export SDC_FILE = /design/flow/constraint.sdc
export NUM_CORES = 4
export LEC_CHECK = 1
export CORE_AREA = 10 10 70 70
export DIE_AREA = 0 0 80 80
==> constraint.sdc <==
current_design ALUdec

set clk_period 1.8
set clk_io_pct 0.2

create_clock -name clk0 -period $clk_period

set non_clock_inputs [all_inputs -no_clocks]
set_input_delay [expr $clk_period * $clk_io_pct] -clock clk0 $non_clock_inputs
set_output_delay [expr $clk_period * $clk_io_pct] -clock clk0 [all_outputs]
==> CHANGELOG.md <==
### Changed

- Hold Path Class: in2out
- Post-DRT Antenna Nets: 0
- M2 GR Usage: 5.06%
- Die height: 80 µm
- YS warnings: 1
- Most used routing layer: met2
- Via density per instance: 2.95
- GR Util All Layers: 2.26%
- Overall power: 0.0000710 W
- Ports: 15
- DP Area: 429 µm²
- Cell variety after synth: 20
- Mean Syn Cell Area: 7.37 µm²
- Area reported by Yosys stat: 199 µm²
- Pre-Repair DR Iteration Count: 3
- DR WL/cell: 9.03 µm
- Kind of critical path: in2out
- Final Non-Filler Cells: 91
- Total die size: 6400 µm²
- Cts-stage hold buffer count: 0
- Initial antenna violation count: 0
- Slew HR: 79.2%
- Worst-margin pin slew: 0.312 ns
- Met3 Track Usage GR: 0.568%
- GR met1 Demand/Resource: 1.98%
- Place WS: -0.611 ns
- Core Rows: 21
- Seq cells: 0
- Cells after synthesis: 27
- Maxcap violations: 0
- FMAX: 0.567 GHz
- Final hold viol count: 0
- Final WL: 822 µm
- Worst Setup End Kind: primary output
- CP required: 1.44 ns
- CP arrival: 1.41 ns
- Vias in the first global route: 285
- Hpwl dp: 716 µm
- Share of layout cells above drive strength 1: 51.1%
- FP Util: 5.82%
- Tmin final: 1.77 ns
- Register area: 0 µm²
- Die Width: 80 µm
- Pins Over Slew Limit: 0
- Setup ws final: 0.0349 ns
- Status: finished clean
- Vias: 268
- GPL Wtd Cong: 0.751
- Dpl cells: 91
- DRT iter0 DRCs: 9
- Area growth syn-to-layout: 119%
- Final Setup Violations: 0
- Clock buffers: 0
- Worst VDD drop: 20.0 µV
- OpenROAD warning count: 32
- Buffers on Ports: 15
- Pwr per Cell Area: 163 nW/µm²
- Core Area: 3420 µm²
- Antenna fix cells: 0
- Final Cell Area: 435 µm²
- # Cells Yosys: 27
- Post-Synthesis Cell Area: 199 µm²
- Global-route wire length before repair: 1200 µm
- CP startpoint kind: input port
- CP max FO: 4
- Residual DRC count: 0
- Final period utilization: 98.1%
- Leakage power: 0.152 nW
- Largest net degree at the start of global routing: 6
- Total gr overflow: 0
- Synth Seq Share: 0%
-- metrics by stage --
stage                     hold slack [ns]  util, %  setup TNS, ns
final                                1.11     12.7              0
after CTS                            1.14     12.3              0
after floorplan                     0.832        -              0
after detailed placement             1.85     12.6          -2.43
after global placement               1.85     12.6          -2.45
after global routing                 1.15     12.7       -0.00634
-- cell usage after synthesis --
cell type | number | area share [%]
nand3b_1 | 2 | 7.5
nand2_1 | 1 | 1.9
a21o_1 | 1 | 3.8
a21oi_2 | 1 | 4.4
a2111oi_2 | 1 | 7.5
o31ai_1 | 1 | 3.8
nor3_1 | 1 | 2.5
a21oi_1 | 1 | 2.5
nor2b_1 | 1 | 3.1
xnor2_1 | 1 | 4.4
o22ai_1 | 3 | 9.4
or4b_4 | 1 | 6.9
o2bb2ai_1 | 2 | 8.8
mux2_2 | 1 | 5.7
or3b_1 | 1 | 4.4
a311oi_1 | 1 | 4.4
nor2b_2 | 1 | 4.4
inv_1 | 3 | 5.7
nor3_2 | 1 | 5.0
nor2_1 | 2 | 3.8
-- timing repair --
item / CTS / global route
endpoints found under the setup margin: 4 / 2
pin swaps: 11 / 3
setup buffers: 0 / 0
gates resized: 41 / 2
hold endpoints to repair: 0 / 0
-- per-layer routing --
layer | wire, µm | vias to the layer above
met3 | 69 | 0
met4 | 0 | 0
met2 | 456 | 6
met1 | 296 | 119
li1 | - | 143
met5 | 0 | -
-- power breakdown --
part / internal [W] / leakage [nW] / switching (W)
combinational: 0.0000365 / 0.152 / 0.0000345
sequential: 0 / 0 / 0
clock: 0 / 0 / 0
total: 0.0000365 / 0.152 / 0.0000345
-- critical path, stage by stage --
cell	delay, ns
buf_2	0.13
or4b_4	0.55
a21oi_4	0.15
o22ai_1	0.09
buf_2	0.13
-- logic make-up (layout without fill, tap and decap cells) --
group | Yosys count | in the layout | share of synthesized area [%]
multiplexers | 1 | 1 | 5.66
AND/OR/NAND/NOR | 11 | 11 | 39.6
XOR/XNOR | 1 | 1 | 4.40
AND-OR/OR-AND | 11 | 11 | 44.7
buffers and inverters | 3 | 21 | 5.66
-- final cells by class --
cell class	count	area, µm²
multi-input combinational	24	241
fill	393	2980
timing repair buffer	18	125
tap	46	57.6
inverter	3	11.3
-- worst paths after layout --
kind                      start       end  slack (ns)  cells past startpoint
worst max-delay path  opcode[3]  ALUop[3]        0.03                      5
worst min-delay path  opcode[3]  ALUop[1]        1.11                      4
-- cells in the final DEF (no fill, tap or decap), drive strengths merged --
master	Yosys	layout
a311oi	1	1
dlygate4sd2	0	6
inv	3	3
clkdlybuf4s50	0	1
a21oi	2	2
o2bb2ai	2	2
nor2b	2	2
nand2	1	1
nor2	2	2
a2111oi	1	1
o22ai	3	3
or4b	1	1
nand3b	2	2
nor3	2	2
buf	0	11
mux2	1	1
a21o	1	1
o31ai	1	1
xnor2	1	1
or3b	1	1
Power is estimated from default activity; no workload was simulated.
